<file path="./design.v">
module LCD_Controller (	 
						iDATA,iRS,
						iStart,oDone,
						iCLK,iRST_N,
						LCD_DATA,
						LCD_RW,
						LCD_EN,
						LCD_RS	);
parameter	CLK_Divide	=	16;
input	[7:0]	iDATA;
input	iRS,iStart;
input	iCLK,iRST_N;
output	reg		oDone;
output	[7:0]	LCD_DATA;
output	reg		LCD_EN;
output			LCD_RW;
output			LCD_RS;
reg		[4:0]	Cont;
reg		[1:0]	ST;
reg		preStart,mStart;
assign	LCD_DATA	=	iDATA; 
assign	LCD_RW		=	1'b0;
assign	LCD_RS		=	iRS;
always@(posedge iCLK or negedge iRST_N)
begin
	if(!iRST_N)
	begin
		oDone	<=	1'b0;
		LCD_EN	<=	1'b0;
		preStart<=	1'b0;
		mStart	<=	1'b0;
		Cont	<=	0;
		ST		<=	0;
	end
	else
	begin
		preStart<=	iStart;
		if({preStart,iStart}==2'b01)
		begin
			mStart	<=	1'b1;
			oDone	<=	1'b0;
		end
		if(mStart)
		begin
			case(ST)
			0:	ST	<=	1;	 
			1:	begin
					LCD_EN	<=	1'b1;
					ST		<=	2;
				end
			2:	begin					
					if(Cont<CLK_Divide)
					Cont	<=	Cont+1;
					else
					ST		<=	3;
				end
			3:	begin
					LCD_EN	<=	1'b0;
					mStart	<=	1'b0;
					oDone	<=	1'b1;
					Cont	<=	0;
					ST		<=	0;
				end
			endcase
		end
	end
end
endmodule
module	LCD_TEST (	 
					iCLK,iRST_N,
					d0x0,d0x1,d0x2,d0x3,d0x4,d0x5,d1x0,d1x1,d1x2,d1x3,d1x4,d1x5,
					LCD_DATA,LCD_RW,LCD_EN,LCD_RS	);
input			iCLK,iRST_N;
input  [7:0] d0x0,d0x1,d0x2,d0x3,d0x4,d0x5,d1x0,d1x1,d1x2,d1x3,d1x4,d1x5;
output	[7:0]	LCD_DATA;
output			LCD_RW,LCD_EN,LCD_RS;
reg	[5:0]	LUT_INDEX;
reg	[8:0]	LUT_DATA;
reg	[5:0]	mLCD_ST;
reg	[17:0]	mDLY;
reg			mLCD_Start;
reg	[7:0]	mLCD_DATA;
reg			mLCD_RS;
wire		mLCD_Done;
parameter	LCD_INTIAL	=	0;
parameter	LCD_RESTART	=	4;
parameter	LCD_LINE1	=	5;
parameter	LCD_CH_LINE	=	LCD_LINE1+16;
parameter	LCD_LINE2	=	LCD_LINE1+16+1;
parameter	LUT_SIZE	=	LCD_LINE2+16-1;
always@(posedge iCLK or negedge iRST_N)
begin
	if(!iRST_N)
	begin
		LUT_INDEX	<=	0;
		mLCD_ST		<=	0;
		mDLY		<=	0;
		mLCD_Start	<=	0;
		mLCD_DATA	<=	0;
		mLCD_RS		<=	0;
	end
	else
	begin
		begin
			case(mLCD_ST)
			0:	begin
					mLCD_DATA	<=	LUT_DATA[7:0];
					mLCD_RS		<=	LUT_DATA[8];
					mLCD_Start	<=	1;
					mLCD_ST		<=	1;
				end
			1:	begin
					if(mLCD_Done)
					begin
						mLCD_Start	<=	0;
						mLCD_ST		<=	2;					
					end
				end
			2:	begin
					if(mDLY<18'h3FFFE)
					mDLY	<=	mDLY+1;
					else
					begin
						mDLY	<=	0;
						mLCD_ST	<=	3;
					end
				end
			3:	begin
					if(LUT_INDEX<LUT_SIZE)
						LUT_INDEX	<=	LUT_INDEX+1;
					else
						LUT_INDEX	<=	LCD_RESTART;
					mLCD_ST	<=	0;
				end
			endcase
		end
	end
end
function [8:0] hex2char;
	input [3:0] h;
	hex2char = (h>9 ? 9'h137 : 9'h130) + h;	
endfunction
always
begin
	case(LUT_INDEX)
	LCD_INTIAL+0:	LUT_DATA	<=	9'h038;
	LCD_INTIAL+1:	LUT_DATA	<=	9'h00C;
	LCD_INTIAL+2:	LUT_DATA	<=	9'h001;
	LCD_INTIAL+3:	LUT_DATA	<=	9'h006;
	LCD_INTIAL+4:	LUT_DATA	<=	9'h080;
	LCD_LINE1+0:	LUT_DATA	<=	hex2char(d0x0[ 7: 4]);
	LCD_LINE1+1:	LUT_DATA	<=	hex2char(d0x0[ 3: 0]);
	LCD_LINE1+2:	LUT_DATA	<=	9'h120;
	LCD_LINE1+3:	LUT_DATA	<=	hex2char(d0x1[ 7: 4]);             
	LCD_LINE1+4:	LUT_DATA	<=	hex2char(d0x1[ 3: 0]);
	LCD_LINE1+5:	LUT_DATA	<=	9'h120;
	LCD_LINE1+6:	LUT_DATA	<=	hex2char(d0x2[ 7: 4]);           
	LCD_LINE1+7:	LUT_DATA	<=	hex2char(d0x2[ 3: 0]);
	LCD_LINE1+8:	LUT_DATA	<=	9'h120;
	LCD_LINE1+9:	LUT_DATA	<=	hex2char(d0x3[ 7: 4]);          
	LCD_LINE1+10:	LUT_DATA	<=	hex2char(d0x3[ 3: 0]);
	LCD_LINE1+11:	LUT_DATA	<=	9'h120;
	LCD_LINE1+12:	LUT_DATA	<=	hex2char(d0x4[ 7: 4]);             
	LCD_LINE1+13:	LUT_DATA	<=	hex2char(d0x4[ 3: 0]);
	LCD_LINE1+14:	LUT_DATA	<=	9'h120;
	LCD_LINE1+15:	LUT_DATA	<=	hex2char(d0x5[ 3: 0]);
	LCD_CH_LINE:	LUT_DATA	<=  9'h0C0;	                    
	LCD_LINE2+0:	LUT_DATA	<=	hex2char(d1x0[ 7: 4]);
	LCD_LINE2+1:	LUT_DATA	<=	hex2char(d1x0[ 3: 0]);
	LCD_LINE2+2:	LUT_DATA	<=	9'h120;
	LCD_LINE2+3:	LUT_DATA	<=	hex2char(d1x1[ 7: 4]);             
	LCD_LINE2+4:	LUT_DATA	<=	hex2char(d1x1[ 3: 0]);
	LCD_LINE2+5:	LUT_DATA	<=	9'h120;
	LCD_LINE2+6:	LUT_DATA	<=	hex2char(d1x2[ 7: 4]);           
	LCD_LINE2+7:	LUT_DATA	<=	hex2char(d1x2[ 3: 0]);
	LCD_LINE2+8:	LUT_DATA	<=	9'h120;
	LCD_LINE2+9:	LUT_DATA	<=	hex2char(d1x3[ 7: 4]);          
	LCD_LINE2+10:	LUT_DATA	<=	hex2char(d1x3[ 3: 0]);
	LCD_LINE2+11:	LUT_DATA	<=	9'h120;
	LCD_LINE2+12:	LUT_DATA	<=	hex2char(d1x4[ 7: 4]);             
	LCD_LINE2+13:	LUT_DATA	<=	hex2char(d1x4[ 3: 0]);
	LCD_LINE2+14:	LUT_DATA	<=	9'h120;
	LCD_LINE2+15:	LUT_DATA	<=	hex2char(d1x5[ 3: 0]);
	default:	    LUT_DATA	<=	9'h120;
	endcase
end
LCD_Controller 		u0	(	 
							.iDATA(mLCD_DATA),
							.iRS(mLCD_RS),
							.iStart(mLCD_Start),
							.oDone(mLCD_Done),
							.iCLK(iCLK),
							.iRST_N(iRST_N),
							.LCD_DATA(LCD_DATA),
							.LCD_RW(LCD_RW),
							.LCD_EN(LCD_EN),
							.LCD_RS(LCD_RS)	);
endmodule
</file>
<file path="./constraint.sdc">
current_design LCD_TEST

set clk_period 3.4
set clk_io_pct 0.2

create_clock -name clk0 -period $clk_period [get_ports {iCLK}]

set non_clock_inputs [all_inputs -no_clocks]
set_input_delay [expr $clk_period * $clk_io_pct] -clock clk0 $non_clock_inputs
set_output_delay [expr $clk_period * $clk_io_pct] -clock clk0 [all_outputs]
</file>
<file path="./config.mk">
export PLATFORM = sky130hd
export DESIGN_NAME = LCD_TEST
export DESIGN_NICKNAME = LCD_TEST
export VERILOG_FILES = /design/flow/design.v
export SDC_FILE = /design/flow/constraint.sdc
export NUM_CORES = 4
export LEC_CHECK = 1
export CORE_UTILIZATION = 50
</file>
<file path="./run.sh">
#!/bin/bash
# OpenROAD 26Q1-2900-gdf79404cd8, Yosys 0.63+post, stock flow scripts
make -C /OpenROAD-flow-scripts/flow DESIGN_CONFIG=/design/flow/config.mk WORK_HOME=/design/flow/orfs finish
</file>
==> summary.txt <==
flow finished, numbers: CTS tree=done, Final ANT Viol Nets=0, Post-Syn Area=0.00622 sq mm, Root Buffer=clkbuf_16, yosys aoi share=0.273, initial antenna violation count=0, Slew headroom=0.445, total wire length=21,800 um, Yosys Warn Count=2, fin area=0.00823 sq mm, Max FO, Critical Path=2, insertion delay at the late pin of the worst-skew pair=0.29 ns, CP top delay family=AND-OR/OR-AND gates, vias per cell=5.98, post-synthesis sequential area ratio=0.206, Largest stage delay, worst path=0.44 ns, fillcell total=898, Flop area=0.00128 sq mm, DR WL met3=1650 um, routed vias=6,715, # hold bufs at CTS=0, fin crit share=0.948, main logic family after synthesis=AND-OR/OR-AND gates, crit path cell chain=clkdlybuf4s50_1 -> o21ai_1 -> inv_1 -> ha_1 -> fa_1 -> a21o_1 -> nand4_1 -> o2111ai_1 -> a2111o_1 -> nor4_1 -> buf_4 -> o22ai_1, critical setup path kind=in -> reg, largest net degree at the start of global routing=41, PwrDens=211 mW/mm^2, CTS H-tree lvls=2, yosys stat chip area=0.00622 sq mm, placed cell area=0.00806 sq mm, Worst Path Buf+Inv=3, Final Hold Vio Count=0, hold crit path type=in -> async, reg2reg path depth=9, crit path capture type=flop, DR WL/cell=19.4 um, Fmax=310 MHz, FP Core Util=0.516, Die Size=0.0129 sq mm, vias in the first global route=6,420, I/O pins=109, Basic Gates by Area=0.258, die height=114 um, Num CTS Buffers=5, total power=1.73 mW, layout cells sized above 1=0.131, metal2 WL=9850 um, clock skew=0.00442 ns, multi-input logic area=0.00469 sq mm, shortest period the worst path allows=3.22 ns, Core ar.=0.0121 sq mm, MaxCap Viol Count=0, CTS Buffer Depth=2, biggest area cells=dfrtp_1 20%, ha_1 10%, fa_1 5.1%, nand2_1 4.3%, nor2b_1 4.0%, initial drt markers=606, Post-synth EDFFs=0, 1st-pass router iterations=5, Final Slew Violations=0, Adders+Majority by Area=0.154, Post-Syn Instances=774, XORs/XNORs by Area=0.0451, count of endpoints failing setup in the final report=0, Leak=3.68 nW, Critical Path AT=3.34 ns, global-route wire length before repair=33,800 um, Layout area overhead=32.3%, RSZ-0062 raised after global routing=false, Critical Path Start Type=input pin, die width=114 um, dominant logic cell type in the layout=buf_4, Syn Area/Cell=8.04 sq um, cell type with the largest total area=dfrtp_1, most frequent cells in the layout=103 x buf_4, 98 x clkdlybuf4s50_1, 71 x nand2_1, 58 x nor2_1, 51 x ha_1, count of cell types in the netlist=69, PortBufs=99, tool warnings=38, Sink Count=51, gpl congestion=1.00, total track usage=0.356, Final HPWL DP=17,600 um, Worst EP required=3.52 ns, status=complete, no violations, Worst-Margin Slew=0.830 ns, main flop type=dfrtp_1, Max-area cell share=0.197, num rows=40, wire length on met1=9690 um, DR DRC count=0, Post-synth regs=51, ys cells=774, Async SR Flop Fraction=1.00, VDD IR max=0.530 mV, Crit-path slowest cell=clkdlybuf4s50_1, clk slew on worst S/H paths=0.06 ns, cell count along the critical path=12, top sig layer=met4, area fraction in mux cells=0.0227, ANT cells=0, global route overflow=0
[area by class of cell]
type	count	area share
clock buffer	6	0.0169
clock inverter	2	0.00426
inverter	31	0.0141
multi-input combinational	663	0.570
sequential	51	0.155
tap	168	0.0255
timing repair buffer	202	0.214
[cell usage after synthesis (all sizes together) (14+ instances only)]
library cell,instances
ha,51
nor2,58
o21a,15
nand2b,24
nand2,71
nand3,23
xor2,20
nor2b,40
o22ai,15
a21o,27
dfrtp,49
and3,14
a22oi,26
a21oi,38
fa,16
inv,31
clkbuf,20
o21ai,48
[worst reg2reg max path, cell delays in order (launching register included)]
cell and delay, ns:
dfrtp_1 0.42, inv_1 0.16, ha_1 0.40, or3b_2 0.57, or4b_2 0.64, o2111ai_1 0.12, a2111o_1 0.17, nor4_1 0.06
buf_4 0.15, o22ai_1 0.13
[per-stage QoR]
stage | worst slack [ns] | setup TNS, ns | utilization | hold WS, ns | std cells
2_1_floorplan | 0.628 | 0 | - | 0.366 | 774
3_5_place_dp | -0.155 | -0.192 | 0.668 | 0.431 | 1115
4_1_cts | 0.121 | 0 | 0.682 | 0.251 | 1123
5_1_grt | 0.0310 | 0 | 0.682 | 0.261 | 1123
3_3_place_gp | -0.0975 | -0.112 | 0.668 | 0.412 | 1115
6_report | 0.178 | 0 | 0.682 | 0.249 | 1123
[what timing repair did]
item / CTS / global route
buffers inserted: 0 / 0
resized: 0 / 1
setup endpoints to repair: 0 / 1
[state kept, by name, summed over array words and instances (netlist names), 2 cells and up, named ones only]
signal and count:
mDLY 18, mLCD_DATA 8, u0.Cont 5, mLCD_ST 4, u0.ST 2, LUT_INDEX 6
[path summary, 6_finish.rpt]
check                        startpoint            to  slack, ns
setup / recovery                d1x2[6]  mLCD_DATA[6]       0.18
max in group asynchronous        iRST_N    mLCD_ST[0]       2.38
setup reg to reg           LUT_INDEX[0]  mLCD_DATA[6]       0.51
hold / removal                   iRST_N    u0.Cont[0]       0.25
min in group clk0            mLCD_Start   u0.preStart       0.43
hold reg to reg              mLCD_Start   u0.preStart       0.43
[kinds of logic after synthesis]
kind of cell,count (synthesis)
muxes,14
xor gates and xnor gates,32
and+or+nand+nor,302
buffers and inverters,60
other,1
AOI/OAI and AO/OA,247
adders and majority gates,67
DFF,51
[power by group]
part,total (mW),internal (mW),leakage (nW),switching (mW)
sequential,0.608,0.608,0.680,0.000475
clock,0.571,0.366,0.0868,0.206
combinational,0.556,0.290,2.91,0.265
total,1.73,1.26,3.68,0.472
[layer usage]
metal / up-vias / global-route usage
met4: 0 / 0.0851
met3: 29 / 0.0487
met1: 3174 / 0.545
li1: 3255 / -
met5: - / 0
met2: 257 / 0.551
Power figures rest on the tool's default switching activity, not on a simulated workload.
