--- ./run.sh ---
#!/bin/bash
# OpenROAD 26Q1-2900-gdf79404cd8, Yosys 0.63+post, stock flow scripts
make -C /OpenROAD-flow-scripts/flow DESIGN_CONFIG=/design/flow/config.mk WORK_HOME=/design/flow/orfs finish
--- ./config.mk ---
export PLATFORM = sky130hd
export DESIGN_NAME = EthernetMod
export DESIGN_NICKNAME = EthernetMod
export VERILOG_FILES = /design/flow/design.v
export SDC_FILE = /design/flow/constraint.sdc
export NUM_CORES = 4
export LEC_CHECK = 1
export CORE_UTILIZATION = 40
--- ./constraint.sdc ---
current_design EthernetMod

set clk_period 1.0
set clk_io_pct 0.2

create_clock -name clk0 -period $clk_period [get_ports {clk}]

set non_clock_inputs [all_inputs -no_clocks]
set_input_delay [expr $clk_period * $clk_io_pct] -clock clk0 $non_clock_inputs
set_output_delay [expr $clk_period * $clk_io_pct] -clock clk0 [all_outputs]
--- ./design.v ---
module EthernetMod(
    input clk, rst,                                     
    input [1:0] mode,                                   
    input [7:0] dataRcv,                                
	 input [47:0] macAdress,
    output reg [7:0] dataStore, dataSend, dtSize ,      
	 output reg flag
    );
    parameter IDLE = 4'h0;
    parameter HEARING = 4'h1;
    parameter READINGMAC = 4'h2;
	 parameter READINGSIZE = 4'h3;
	 parameter READINGDATA = 4'h4;
	 parameter VERIFY = 4'h5;
	 parameter SENDING = 4'h6;
	 parameter SENDINGMAC = 4'h7;
	 parameter SENDINGSIZE = 4'h8;
	 parameter SENDINGDATA = 4'h9;
	 parameter MACTARGET = 48'h4A6F8A7FAA8F;
	 parameter DATASIZE  = 8'h08;
	 parameter DATA      = 8'hAB;
    reg [3:0] current_state, next_state;
    reg [3:0] pbleCount, waitClk;                 
	 reg [2:0] macCount;
    reg [7:0] buffer, dataSize;                   
    reg cancelPble, cancelMAC;                    
    always @(current_state) begin
        case(current_state)
            IDLE:
                begin
						  flag = 0;
						  macCount = 3'h0;
                    pbleCount = 4'h0;
                    cancelPble = 0;
						  cancelMAC = 0;
						  if(mode == 2'b01)
                        next_state <= HEARING;
						  else if(mode == 2'b10)
                        next_state <= SENDING;
                end 
            HEARING:
                begin
                    if(mode == 2'b01) begin
                        if(dataRcv == 8'b10101010)
									 pbleCount = pbleCount + 1'd1;
                        else begin
                            cancelPble = 1;
									 flag = 1;
								end
                        if(cancelPble == 1) begin
                            next_state = IDLE;
								end 
                        if(pbleCount >= 4'd8) 
                            next_state <= READINGMAC;
                    end
                end
            READINGMAC:
                begin
                    buffer = dataRcv;
						  case(macCount)
								3'd0: begin
									if(buffer == macAdress[7:0])
										macCount = macCount + 1'd1;
									else
										macCount = 3'd7;
								end
								3'd1: begin
									if(buffer == macAdress[15:8])
										macCount = macCount + 1'd1;
									else
										macCount = 3'd7;
								end
								3'd2: begin
									if(buffer == macAdress[23:16])
										macCount = macCount + 1'd1;
									else
										macCount = 3'd7;
								end
								3'd3: begin
									if(buffer == macAdress[31:24])
										macCount = macCount + 1'd1;
									else
										macCount = 3'd7;
								end
								3'd4: begin
									if(buffer == macAdress[39:32])
										macCount = macCount + 1'd1;
									else
										macCount = 3'd7;
								end
								3'd5: begin
									if(buffer == macAdress[47:40])
										macCount = macCount + 1'd1;
									else
										macCount = 3'd7;
								end
								3'd6:
									next_state <= READINGSIZE;
								default:
									next_state <= IDLE;
						  endcase
                end
				READINGSIZE:
					begin
						dataSize = dataRcv;
						buffer   = dataSize;
						next_state <= READINGDATA;
					end
				READINGDATA:
					begin
						if(buffer > 0) begin
							buffer = buffer - 1'd1;
							dataStore = dataRcv;
						end
						else 
							next_state <= VERIFY;
					end
				VERIFY:
					begin
						next_state <= IDLE;
					end
				SENDING:
					begin
						buffer = 8'b10101010;
						dataSend = buffer;
						pbleCount = pbleCount + 1'd1;
						if(pbleCount >= 4'd8)
							next_state <= SENDINGMAC;
					end
				SENDINGMAC:
					begin
						  case(macCount)
								3'd0: begin
										dataSend = MACTARGET[7:0];
										macCount = macCount + 1'd1;
								end
								3'd1: begin
										dataSend = MACTARGET[15:7];
										macCount = macCount + 1'd1;
								end
								3'd2: begin
										dataSend = MACTARGET[23:16];
										macCount = macCount + 1'd1;
								end
								3'd3: begin
										dataSend = MACTARGET[31:24];
										macCount = macCount + 1'd1;
								end
								3'd4: begin
										dataSend = MACTARGET[39:32];
										macCount = macCount + 1'd1;
								end
								3'd5: begin
										dataSend = MACTARGET[47:40];
										macCount = macCount + 1'd1;
								end
								3'd6:
									next_state <= SENDINGSIZE;
								default:
									next_state <= IDLE;
						  endcase
					end
				SENDINGSIZE:
					begin
						dataSend = DATASIZE;
						next_state <= SENDINGDATA;
					end
				SENDINGDATA:
					begin
						dataSend = DATA;
						next_state <= IDLE;
					end
        endcase
    end
    always @(posedge clk) begin
        if(rst) begin
           current_state <= IDLE;
		  end
	     else
           current_state <= next_state;
    end
endmodule
==> impl_metrics.env <==
# physical design summary
export IMPL_worstSetupStartpoint="rst"
export IMPL_vdd_ir_drop_max_mv=0.328
export IMPL_synth_distinct_cells=52
export IMPL_first_iter_violations=101
export IMPL_power_leakage_nw=1.23
export IMPL_p_seq_share_pct=24.9
export IMPL_floorplan_core_area_um2=5680
export IMPL_unclocked_regs=37
export IMPL_tns_ns=0
export IMPL_postSynthAreaPerCell_um2=7.91
export IMPL_post_layout_nonfiller_instances=438
export IMPL_report_final_setup_viol=0
export IMPL_finalWirelength_mm=6.18
export IMPL_finalCoreUtilization_pct=55.5
export IMPL_gp_routability_congestion=0.841
export IMPL_grt_setup_unrepaired="false"
export IMPL_crit_chain="clkdlybuf4s50_1, nor2b_1"
export IMPL_power_density_cell_area_nw_per_um2=494
export IMPL_crit_fanout=4
export IMPL_worst_slew_pin_transition_ns=0.755
export IMPL_timing_worst_setup_path_type="in -> reg"
export IMPL_area_growth_pct=30.5
export IMPL_post_drt_wl_per_cell_um=14.1
export IMPL_slew_headroom_pct=49.2
export IMPL_syn_area_um2=2410
export IMPL_tritoncts="yes"
export IMPL_num_rows=27
export IMPL_crit_path_max_incr_delay_ns=0.52
export IMPL_dominantRegCellSynth="dlxtn_1"
export IMPL_critical_path_endpoint_type="register"
export IMPL_dr_pass1_iters=4
export IMPL_layout_top_cell="clkdlybuf4s50_1"
export IMPL_dieWidth_um=79.7
export IMPL_required_ns=1.10
export IMPL_final_hold_viol_count=0
export IMPL_antenna_found_initial=0
export IMPL_clock_fmax_mhz=1460
export IMPL_grt_usage_pct=20.6
export IMPL_dp_cells=435
export IMPL_drive_above_1_share_pct=4.92
export IMPL_hold_path_start="rst"
export IMPL_cts_hold_buf=0
export IMPL_fp_dieArea_um2=6350
export IMPL_detailedPlacementHpwl_mm=4.90
export IMPL_cts_made_buffers=3
export IMPL_max_cap_violations=0
export IMPL_clock_tree_root_cell="clkbuf_8"
export IMPL_untimed_endpoints=54
export IMPL_final_fill_count=519
export IMPL_ctsResizeCount=0
export IMPL_report_final_slew_viol_count=0
export IMPL_routed_via_count=2180
export IMPL_cts_root_to_sink_buffers=2
export IMPL_run_status="finished, final reports clean"
export IMPL_synth_edff_count=0
export IMPL_worst_path_dominant_cell_family="buffers and inverters"
export IMPL_comb_power_share_pct=53.9
export IMPL_placement_io_buffers=76
export IMPL_routed_via_density=4.98
export IMPL_cts_post_setup_buffers_inserted=0
export IMPL_total_cell_area_reported_by_yosys_after_synthesis_um2=2410
export IMPL_worst_hold_path_endpoint="current_state[3]$_SDFF_PP0_"
export IMPL_kind_of_launch_point_of_the_worst_setup_path="primary input"
export IMPL_sw_frac_of_total_pct=32.9
export IMPL_pin_count_of_the_biggest_net_entering_global_routing=19
export IMPL_p_sw_w=0.000512
export IMPL_synth_warning_count=145
export IMPL_period_minus_slack_ns=0.683
export IMPL_clock_power_share_pct=21.2
export IMPL_cts_htree_levels=1
export IMPL_post_layout_total_power_w=0.00156
export IMPL_min_delay_path_class="in -> reg"
export IMPL_numSynthFlops=41
export IMPL_synthesis_instances=305
export IMPL_path_clk_slew_ns=0.03
export IMPL_postRouteAntennaNets=0
export IMPL_fraction_of_the_cycle_the_final_worst_path_needs_pct=68.3
export IMPL_hold_depth=2
export IMPL_remaining_drc_errors=0
export IMPL_ys_async_sr_fraction_pct=0
export IMPL_fp_dieH_um=79.7
export IMPL_worst_path_buf_inv=1
export IMPL_worst_path_max_delay_cell="clkdlybuf4s50_1"
export IMPL_initCoreUtil_pct=42.5
export IMPL_internal_power_w=0.00105
export IMPL_grt_first_pass_wirelength_mm=10.1
export IMPL_num_io_pins=85
export IMPL_worst_endpoint_arrival_ns=0.78
export IMPL_grt_overflow_total=0
export IMPL_antenna_cells=0
export IMPL_grt_pass1_vias=2041
export IMPL_warnings=29
export IMPL_layout_top_cells="clkdlybuf4s50_1 (76), dlxtn_1 (37), xnor2_1 (34)"
export IMPL_ys_cells=305
==> flip-flops by register name, indices dropped and copies added (netlist names) <==
register,flops
cancelPble,1
flag,1
macCount,3
current_state,4
pbleCount,4
buffer,8
dataStore,8
dataSend,8
next_state,4
==> logic make-up (layout without fill, tap and decap cells) <==
family | Yosys count | count (layout) | share of synthesized area [%]
AOI/OAI and AO/OA | 59 | 59 | 15.4
xor gates and xnor gates | 57 | 57 | 21.0
adders and majority gates | 9 | 9 | 4.67
buffers and inverters | 36 | 90 | 9.23
DFF | 4 | 4 | 3.32
latches | 37 | 37 | 23.0
muxes | 2 | 2 | 0.830
other | 1 | 8 | 0.155
and+or+nand+nor | 100 | 100 | 22.4
==> cell type report <==
| cell class | instances | area, µm² | share of cell area (%) |
|---|---|---|---|
| Clock buffer | 3 | 41.3 | 1.31 |
| Inverter | 11 | 41.3 | 1.31 |
| Multi-Input combinational cell | 235 | 1580 | 50.2 |
| Sequential cell | 41 | 636 | 20.2 |
| Tap cell | 72 | 90.1 | 2.86 |
| Timing Repair Buffer | 76 | 761 | 24.2 |
==> power by group through the flow <==
stage / Combinational (W) / Sequential (W) / Clock [W]
after CTS: 0.000847 / 0.000387 / 0.000341
after global routing: 0.000925 / 0.000397 / 0.000360
final: 0.000840 / 0.000388 / 0.000330
==> synthesized netlist by cell type, types with 2 or more instances <==
cell       n  area, µm²
ha_1       9        113
nand4_1   10       62.6
nand2b_1   3       18.8
xnor2_1   34        298
o31ai_1    4       30.0
nand2_1   23       86.3
a22o_1     2       17.5
buf_2      7       35.0
nor2b_1    4       25.0
inv_2      2       7.51
buf_1      2       7.51
nor2_1    27        101
o211ai_1   2       15.0
mux2i_1    2       20.0
o21ai_1    3       15.0
a31oi_1    7       43.8
a211oi_1   2       15.0
nor3_1     6       30.0
dlxtn_1   37        556
xor2_1    22        193
buf_6      6       67.6
a21o_1     2       15.0
nor4_1     4       25.0
a21oi_1   14       70.1
nand3_1    8       40.0
dfxtp_1    4       80.1
o21ai_0   13       65.1
inv_1      9       33.8
and4bb_2   2       25.0
buf_4      9       67.6
nor4_2     3       37.5
and2_1     3       18.8
==> stage by stage <==
step | worst slack [ns] | hold slack (ns) | instance area (µm²)
floorplan | 0.664 | 0.272 | 2440
global placement | 0.107 | 0.813 | 3110
detailed placement | 0.0885 | 0.827 | 3110
CTS | 0.315 | 0.606 | 3150
global route | 0.303 | 0.615 | 3150
finish | 0.317 | 0.601 | 3150
==> worst max-delay path by stage <==
stage                              to  cells past startpoint
5_1_grt   current_state[0]$_SDFF_PP0_                      2
6_report  current_state[0]$_SDFF_PP0_                      2
4_1_cts   current_state[0]$_SDFF_PP0_                      2
==> per-layer routing <==
| layer | vias up | share of wire [%] | GRT usage [%] | routed length [µm] |
|---|---|---|---|---|
| li1 | 1165 | - | - | - |
| met1 | 968 | 49 | 30.1 | 3050 |
| met2 | 43 | 47 | 35.2 | 2910 |
| met3 | 4 | 2.8 | 0.812 | 175 |
| met4 | 0 | 0.74 | 1.82 | 46 |
| met5 | - | 0 | 0 | 0 |
No activity file was given, so power comes from the tool's default toggle rates.
