`design.v`:
```
module register (input [7:0] d_in, input clk , enable, output reg [7:0] d_out);
	always @ (posedge clk) begin
		if(enable == 1)
			d_out = d_in;
	end
endmodule
module RegisterFile (input [7:0] wd3, input [3:0] wa3,         	      
							 input we3, CLK,                  			   
							 input [3:0] ra1, ra2,                             
                             output [7:0] rd1, rd2,   
                             output [71:0] LCD_exit          	         
                     );           
	wire [7:0] decod_out;
	wire [71:0] reg_out;
	decoder_octo dcd (.data_in(wa3), .out_port(decod_out));
	register rg1 (.d_in(8'b0), .d_out(reg_out[7:0]),   .enable(we3 & decod_out[0]), .clk(CLK));   
	register rg2 (.d_in(wd3),  .d_out(reg_out[15:8]),  .enable(we3 & decod_out[1]), .clk(CLK));   
	register rg3 (.d_in(wd3),  .d_out(reg_out[23:16]), .enable(we3 & decod_out[2]), .clk(CLK));   
	register rg4 (.d_in(wd3),  .d_out(reg_out[31:24]), .enable(we3 & decod_out[3]), .clk(CLK));   
	register rg5 (.d_in(wd3),  .d_out(reg_out[39:32]), .enable(we3 & decod_out[4]), .clk(CLK));   
	register rg6 (.d_in(wd3),  .d_out(reg_out[47:40]), .enable(we3 & decod_out[5]), .clk(CLK));   
	register rg7 (.d_in(wd3),  .d_out(reg_out[55:48]), .enable(we3 & decod_out[6]), .clk(CLK));   
	register rg8 (.d_in(wd3),  .d_out(reg_out[63:56]), .enable(we3 & decod_out[7]), .clk(CLK));   
	register ra (.d_in(wd3), .d_out(reg_out[71:64]),   .enable(we3 & wa3 == 4'h8), .clk(CLK));
	demux8_8b demux1 (.data_in(reg_out), .sel(ra1), .data_out(rd1));
	demux8_8b demux2 (.data_in(reg_out), .sel(ra2), .data_out(rd2));
   assign LCD_exit = reg_out[71:0];
endmodule
module decoder_octo (input [2:0] data_in, output reg [7:0] out_port);
	always @ (data_in) begin
		case(data_in)
			3'd0: out_port = 8'b00000001;
			3'd1: out_port = 8'b00000010;
			3'd2: out_port = 8'b00000100;
			3'd3: out_port = 8'b00001000;
			3'd4: out_port = 8'b00010000;
			3'd5: out_port = 8'b00100000;
			3'd6: out_port = 8'b01000000;
			3'd7: out_port = 8'b10000000;
		endcase
	end
endmodule
module demux8_8b (input [71:0] data_in, input [3:0] sel, output reg [7:0] data_out);
	always @ (data_in) begin
		case(sel)
			4'd0 : data_out = 8'd0;
			4'd1 : data_out = data_in[15:8];
			4'd2 : data_out = data_in[23:16];
			4'd3 : data_out = data_in[31:24];
			4'd4 : data_out = data_in[39:32];
			4'd5 : data_out = data_in[47:40];
			4'd6 : data_out = data_in[55:48];
			4'd7 : data_out = data_in[63:56];
			4'd8 : data_out = data_in[71:64];
		endcase
	end
endmodule
```
`constraint.sdc`:
```
current_design RegisterFile

set clk_period 3.0
set clk_io_pct 0.2

create_clock -name clk0 -period $clk_period [get_ports {CLK}]

set non_clock_inputs [all_inputs -no_clocks]
set_input_delay [expr $clk_period * $clk_io_pct] -clock clk0 $non_clock_inputs
set_output_delay [expr $clk_period * $clk_io_pct] -clock clk0 [all_outputs]
```
`config.mk`:
```
export PLATFORM = sky130hd
export DESIGN_NAME = RegisterFile
export DESIGN_NICKNAME = RegisterFile
export VERILOG_FILES = /design/flow/design.v
export SDC_FILE = /design/flow/constraint.sdc
export NUM_CORES = 4
export LEC_CHECK = 1
export CORE_UTILIZATION = 30
```
`run.sh`:
```
#!/bin/bash
# OpenROAD 26Q1-2900-gdf79404cd8, Yosys 0.63+post, stock flow scripts
make -C /OpenROAD-flow-scripts/flow DESIGN_CONFIG=/design/flow/config.mk WORK_HOME=/design/flow/orfs finish
```
==> flow_summary.json <==
{
  "outcome": "finished clean",
  "post-place-ws_ns": 0.687,
  "adder_share_pct": 0,
  "ir_drop_mv": 0.318,
  "critPathLaunch": "wa3[0]",
  "rsz0062_at_grt": "no",
  "grt_max_degree": 45,
  "drc": 0,
  "top_area_share_pct": 51.3,
  "crit_end": "rg7.d_out[5]",
  "p_leak_nw": 1.79,
  "fin_worst_hold_slack_ns": 1.04,
  "numCtsBuffers": 9,
  "ys_sh_simple_pct": 21.6,
  "period_used_pct": 67.3,
  "report.final.slew_viol_count": 0,
  "core-area_um2": 12100,
  "top_cell": "edfxtp_1",
  "untimed_endpoints": 32,
  "ys_cells": 294,
  "report.final.hold_viol_count": 0,
  "tool_warnings": 25,
  "finalSetupTns_ns": 0,
  "cp.arrival_ns": 1.96,
  "dieArea_um2": 12900,
  "worstPathMaxFanout": 8,
  "fmax_mhz": 495,
  "postCtsHoldBufs": 0,
  "htree_levels": 3,
  "unclocked_pins": 16,
  "final_antenna_net_count": 0,
  "setup_ws_ns": 0.980,
  "max-cap-violations": 0,
  "post-cts-setup-buffer-count": 0,
  "finalCriticalPeriod_ns": 2.02,
  "grt_pass1_wl_mm": 18.0,
  "dp_cells": 549,
  "clk_pin_slew_ns": 0.05,
  "drive_gt1_share_pct": 8.56,
  "critical_path_class": "input port to register",
  "drt-wirelength-per-cell_um": 21.5,
  "dieWidth_um": 114,
  "netlist_area_um2": 3750,
  "ys_sh_aoi_pct": 10.9,
  "post-route-util_pct": 42.9,
  "yosys_warnings": 4,
  "grt_usage_pct": 19.9,
  "antennaDiodeCount": 0,
  "synth_xor_xnor_area_share_pct": 0,
  "worst_pin_slew_ns": 0.880,
  "required_ns": 2.94,
  "port_buffers": 101,
  "vias": 3030,
  "first_pass_iters": 4,
  "die-height_um": 114,
  "cp-start-kind": "input port",
  "syn_inst": 294,
  "cts.path.max_buffers": 2,
  "async_flop_share_pct": 0,
  "fp_util_pct": 30.9,
  "maxSlewHeadroom_pct": 41.1,
  "hpwl_mm": 8.52,
  "synth.area.top_cells": "edfxtp_1 (51%), nand3b_1 (10%), dlxtn_1 (6.4%)",
  "area_growth_pct": 38.8,
  "largest_area_cell": "edfxtp_1",
  "total_power_mw": 2.41,
  "flop_cell": "edfxtp_1",
  "finalNonFillerCells": 565,
  "placed_area_um2": 4890,
  "mux_share_pct": 4.61,
  "finalInstanceArea_um2": 5200,
  "cts_tree": "built",
  "overflow": 0,
  "ys_ff": 80,
  "syn_area_per_cell_um2": 12.7,
  "synth_cell_types": 39,
  "routed_wirelength_mm": 12.1,
  "power.density_nw_per_um2": 464,
  "fp-row-count": 40,
  "place.gp.congestion": 0.917,
  "grt_pass1_vias": 3142,
  "edf_count": 64,
  "synth_chip_area_um2": 3750,
  "finalSetupViolCount": 0,
  "drt_iter0_markers": 195,
  "clock_tree.root_cell": "clkbuf_16",
  "cts_resized": 0,
  "boundaryPins": 110,
  "endpoint_kind": "register",
  "vias_per_cell": 5.36,
  "top_cells_by_count": "edfxtp_1 (64), nand3b_1 (51), a21oi_1 (22), dlxtn_1 (16)",
  "worstHoldPathType": "input port to register",
  "antenna_found_initial": 0,
  "ys_top_logic_family": "simple AND/OR/NAND/NOR gates"
}
==> area by class of cell <==
cell class	instances	area [um2]
Multi-Input combinational cell	189	1430
Sequential cell	80	2160
Fill cell	1109	6910
Timing Repair Buffer	111	1090
Clock buffer	10	229
Clock inverter	6	83.8
Inverter	1	3.75
Tap cell	168	210
==> power by group <==
part           switching, mW  total, mW  internal, mW
registers             0.0302       1.07          1.04
logic                  0.124      0.265         0.141
clock network          0.356       1.08         0.722
total                  0.510       2.41          1.90
==> logic make-up after synthesis <==
group,after synthesis
and+or+nand+nor,109
DFF,64
muxes,16
other,1
buffers and inverters,32
latches,16
AOI/OAI and AO/OA,56
==> sequential cells by signal, summed over array words and instances, names as in the netlist <==
signal and count:
demux1.data_out 8, demux2.data_out 8, ra.d_out 8, rg2.d_out 8
rg3.d_out 8, rg4.d_out 8, rg5.d_out 8, rg6.d_out 8
rg7.d_out 8, rg8.d_out 8
==> worst max-delay path: stages <==
cell and delay [ns]:
clkdlybuf4s50_1 0.48, nand2b_1 0.19, nor2_1 0.69
==> how the worst min path moves through the flow <==
stage | startpoint | to | slack [ns] | depth (start not counted)
4_1_cts | wd3[0] | rg6.d_out[0] | 1.03 | 1
5_1_grt | wd3[0] | rg6.d_out[0] | 1.06 | 1
6_report | wd3[0] | rg5.d_out[0] | 1.04 | 1
==> routing by layer <==
| layer | track usage, % | share of wire, % |
|---|---|---|
| met4 | 5.53 | 2.3 |
| met5 | 0 | 0 |
| met2 | 28.2 | 44 |
| met1 | 27.7 | 40 |
| met3 | 10.0 | 14 |
==> placed cells by master (no fill, tap or decap), types with 2 or more instances in the layout <==
cell type	instances
clkinvlp_4	2
mux2_2	5
bufinv_16	2
clkdlybuf4s50_1	101
nor2_1	14
nand4b_1	8
nand2_1	4
mux2i_1	9
or4_1	8
and3b_1	3
a21boi_0	7
nand3b_1	51
conb_1	8
a2111o_1	6
a22o_1	13
o31a_1	2
dlxtn_1	16
nor4b_2	4
nand2b_1	5
buf_4	10
nand4bb_1	6
a21oi_1	22
clkbuf_16	9
edfxtp_1	64
No activity file was given, so power comes from the tool's default toggle rates.
